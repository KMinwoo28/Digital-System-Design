===== run.sh =====
#!/bin/bash
# OpenROAD 26Q1-2900-gdf79404cd8, Yosys 0.63+post, stock flow scripts
make -C /OpenROAD-flow-scripts/flow DESIGN_CONFIG=/design/flow/config.mk WORK_HOME=/design/flow/orfs finish

===== config.mk =====
export PLATFORM = sky130hd
export DESIGN_NAME = hh_mm_Digital_Clock
export DESIGN_NICKNAME = hh_mm_Digital_Clock
export VERILOG_FILES = /design/flow/design.v
export SDC_FILE = /design/flow/constraint.sdc
export NUM_CORES = 4
export LEC_CHECK = 1
export CORE_AREA = 10 10 91 91
export DIE_AREA = 0 0 101 101

===== constraint.sdc =====
current_design hh_mm_Digital_Clock

set clk_period 2.3
set clk_io_pct 0.2

create_clock -name clk0 -period $clk_period [get_ports {CLK_min_freq}]

set non_clock_inputs [all_inputs -no_clocks]
set_input_delay [expr $clk_period * $clk_io_pct] -clock clk0 $non_clock_inputs
set_output_delay [expr $clk_period * $clk_io_pct] -clock clk0 [all_outputs]

===== design.v =====
module bcd_to_7segment_decoder(bcd_in, leading_zero, display_to_7seg);
input [3:0] bcd_in;
input leading_zero;
output reg [7:0] display_to_7seg;
parameter LIGHT_OUT = 7'b111_1111;
parameter ZERO = 7'b100_0000;
parameter ONE = 7'b111_1001;
parameter TWO = 7'b010_0100;
parameter THREE = 7'b011_0000;
parameter FOUR = 7'b001_1001;
parameter FIVE = 7'b001_0010;
parameter SIX = 7'b000_0010;
parameter SEVEN = 7'b101_1000;
parameter EIGHT = 7'b000_0000;
parameter NINE = 7'b001_0000;
always @(bcd_in, leading_zero)
 begin
	if(!leading_zero)	 
		begin
			case (bcd_in)
			0: display_to_7seg = ZERO;
			1: display_to_7seg = ONE;
			2: display_to_7seg = TWO;
			3: display_to_7seg = THREE;
			4: display_to_7seg = FOUR;
			5: display_to_7seg = FIVE;
			6: display_to_7seg = SIX;
			7: display_to_7seg = SEVEN;
			8: display_to_7seg = EIGHT;
			9: display_to_7seg = NINE;
			default : display_to_7seg = LIGHT_OUT;
			endcase
		end
	else					 
		begin
			case (bcd_in)
			0: display_to_7seg = LIGHT_OUT;
			1: display_to_7seg = ONE;
			2: display_to_7seg = TWO;
			3: display_to_7seg = THREE;
			4: display_to_7seg = FOUR;
			5: display_to_7seg = FIVE;
			6: display_to_7seg = SIX;
			7: display_to_7seg = SEVEN;
			8: display_to_7seg = EIGHT;
			9: display_to_7seg = NINE;
			default : display_to_7seg = LIGHT_OUT;
			endcase
		end
 end
endmodule
module bin_to_bcd(binary, OutHour);		
input [5:0] binary;
output reg [7:0] OutHour;
always @(binary)
	begin
		if (binary >=10 & binary<=19)
			begin
				OutHour <= binary + 4'b0110;
			end
		else if (binary >=20 & binary <=29)
			begin
				OutHour <= binary + 4'b1100;
			end
		else if (binary >=30 & binary <=39)
			begin
				OutHour <= binary + 5'b10010;
			end
		else
			begin
				OutHour <= binary;
			end
	end
endmodule
module counter(clk, rst, count_out, carry_out);								 
parameter Mod = 24;
parameter BITS = 5;
input clk, rst;
output reg[BITS-1:0] count_out;
output reg carry_out;
always @(posedge clk, posedge rst)
 begin
	if(rst)
		begin
			count_out <=0;
			carry_out <=0;
		end
	else if(count_out<Mod- 1)
		begin
			count_out <= count_out + 1'b1;
			carry_out <=0;
		end
	else
		begin
			count_out <=0;
			carry_out <=1;
		end
	end
endmodule
module hh_mm_Digital_Clock(reset, CLK_min_freq, light_out_time,seven_seg_1stMin, seven_seg_2ndMin, seven_seg_1sthour, seven_seg_2ndhour);
input CLK_min_freq, reset;										
output [6:0] seven_seg_1stMin;
output [6:0] seven_seg_2ndMin;
output [6:0] seven_seg_1sthour; 
output [6:0] seven_seg_2ndhour;
output light_out_time;             
wire [3:0] min1st;
wire [2:0] min2nd;
wire [4:0] hour;
wire ten_min_CLK; 		
wire hour_CLK;	
wire [7:0] bcdMin;
wire [7:0] bcdHour;						
counter #(10, 4) r4(.clk(CLK_min_freq), .rst(reset), .count_out(min1st), .carry_out(ten_min_CLK));
counter #(6, 3) r5(.clk(ten_min_CLK), .rst(reset), .count_out(min2nd), .carry_out(hour_CLK));
counter #(24, 5) r6(.clk(hour_CLK), .rst(reset), .count_out(hour));
select_light_out s1(hour, light_out_time);
bin_to_bcd r8({1'b0,hour}, bcdHour);																			
bcd_to_7segment_decoder B3(min1st, 1'b0, seven_seg_1stMin);
bcd_to_7segment_decoder B4({1'b0, min2nd}, 1'b0, seven_seg_2ndMin);
bcd_to_7segment_decoder B5(bcdHour[3:0], 1'b0, seven_seg_1sthour);
bcd_to_7segment_decoder B6(bcdHour[7:4], 1'b1, seven_seg_2ndhour);						
endmodule
module select_light_out(hour, light_out_time);
input [4:0]hour;
output reg light_out_time;
always @ (hour)
	begin
		if(hour>4)
			begin
				light_out_time <= 0;
			end
		else
			begin
				light_out_time <= 1;
			end
	end
endmodule	

==> impl_metrics.py <==
# Auto-generated metrics
metrics = {
    "logic_synthesis": {
        "simple_gate_share_pct": 19.4,
        "synth_area_per_cell_um2": 8.33,
        "ys_top_logic_family": "AND-OR/OR-AND gates",
        "ff_type": "dfrtp_1",
        "edf_count": 0,
        "xor_area_share_pct": 4.16,
        "ys.flops": 14,
        "area_leaders": "dfrtp_1, ha_1, a21oi_1",
        "synth-async-reset-ratio_pct": 100,
        "ys_area_um2": 1480,
        "synth_cell_types": 48,
        "aoi_share_pct": 21.6,
        "mux_share_pct": 2.80,
        "ys_seq_share_pct": 23.7,
        "syn_area_um2": 1480,
        "synth_stat.cells": 177,
        "yosysTopAreaCellShare_pct": 23.7,
        "adder_share_pct": 18.7,
        "yosys_warnings": 10,
        "synthCells": 177,
        "yosys.area.top_type": "dfrtp_1",
    },
    "die": {
        "die_x_um": 101,
        "io-pin-count": 31,
        "rows": 29,
        "core_um2": 6350,
        "chipArea_um2": 10200,
        "die_h_um": 101,
        "fp_util_pct": 23.2,
    },
    "cts": {
        "clk-insertion-delay-late_ps": 220,
        "cts_tree": "yes",
        "clockBufferDepth": 2,
        "cts_root_buffer": "clkbuf_8",
        "cts-buffers-inserted": 3,
        "path_clk_slew_ps": 40,
        "htree_num_levels": 1,
    },
    "routing": {
        "ant_nets": 0,
        "num_vias": 1278,
        "drtIter0Drc": 46,
        "avgRoutedWirePerCell_um": 11.8,
        "n_antenna_cell": 0,
        "viasPerCell": 4.56,
        "drcViolationCount": 0,
        "dr.pass1.iters": 6,
        "wirelength_mm": 3.32,
    },
    "cells_and_area": {
        "flop_area_um2": 352,
        "logic_area_um2": 1000,
        "area_growth_syn_to_layout_pct": 26.6,
        "fillers": 660,
        "drive_above_1_share_pct": 12.3,
        "final_util_pct": 29.4,
    },
    "timing": {
        "finalCritPeriodShare_pct": 95.7,
        "fin_crit_ps": 2200,
        "unconstrained_endpoints": 30,
        "fmax_mhz": 454,
        "maxSlewHeadroom_pct": 60.1,
        "finalHoldViolCount": 0,
        "final-max-slew-violation-count": 0,
        "skew_ps": 1.34,
        "fin_tns_setup_ps": 0,
        "setup_viol": 0,
        "worst_pin_slew_ps": 596,
        "unclocked_regs": 9,
    },
    "power": {
        "p_leak_uw": 0.000859,
        "power_density_nw_per_um2": 138,
        "ir_drop_uv": 293,
    },
    "setup_path": {
        "critPathArrivalTime_ps": 1740,
        "setup.worst_path.start": "r4.count_out[0]",
        "path_buffers": 2,
        "cp-start-kind": "register",
        "required_ps": 1840,
        "path_cells": "inv_1, ha_1, nand2_2, a21oi_2, nor2_1, clkdlybuf4s50_1",
        "crit_path_end_kind": "primary output",
        "cp_max_fo": 4,
        "slowest_stage": "clkdlybuf4s50_1",
        "crit_family": "buffers and inverters",
        "cpPeakStageDelay_ps": 470,
        "r2r-start": "r4.count_out[2]",
        "path_class": "reg2out",
    },
    "global_routing": {
        "antenna_found_initial": 0,
        "overflow": 0,
        "grt_max_degree": 19,
        "grt_pass1_vias": 1232,
        "grt_pass1_wl_mm": 5.62,
        "grt_util_all_layers_pct": 6.25,
    },
    "run": {
        "max_cap_viol_count": 0,
        "log.warning_count": 41,
    },
    "hold_path": {
        "hold_class": "reg2reg",
        "hp-start": "r4.count_out[0]",
    },
    "placement": {
        "place_congestion": 0.866,
        "portBuffers": 29,
        "dpl.hpwl_mm": 2.52,
    },
    "run_status": {
        "status": "completed",
    },
}
==> power breakdown <==
part           total, uW  internal, uW  switching, uW
registers           88.3          88.3              0
clock network        163           119           43.9
logic               6.41          1.57           4.84
==> stage by stage <==
stage	setup slack [ps]	cell area [um^2]	hold WS, ps	power, uW	std cells
global route	-10.3	1870	507	270	280
floorplan	774	1480	349	94.3	177
detailed placement	243	1790	527	96.5	274
finish	98.1	1870	490	258	280
CTS	7.18	1840	534	262	278
global placement	277	1790	503	96.4	274
==> path summary, 6_finish.rpt <==
| check | endpoint | slack, ps | cells past startpoint |
|---|---|---|---|
| max | seven_seg_1stMin[3] | 100 | 6 |
| max reg2reg | r4.count_out[0] | 1080 | 4 |
| max in group asynchronous | r4.count_out[0] | 1330 | 2 |
| min in group asynchronous | r4.carry_out | 580 | 2 |
| min | r4.count_out[0] | 490 | 1 |
| min reg2reg | r4.count_out[0] | 490 | 1 |
==> per-layer routing <==
metal  routed length, um  up-vias  GRT usage, %
li1                    -      660             -
met2                1530       26          10.3
met3                 254        0          1.87
met5                   0        -             0
met4                   0        0         0.429
met1                1530      592          8.22
==> repair_timing <==
action / in CTS / in global routing
gates resized: 0 / 6
buffers inserted: 0 / 2
hold buffers: 0 / 0
setup endpoints to repair: 0 / 6
==> placed cells by master, fill, tap and decap left out, types with 2 or more instances in the layout <==
cell,count
nand3_1,3
clkdlybuf4s50_1,29
and2_1,3
inv_1,15
nor2_1,13
a21o_1,2
nand2_1,16
nand4_1,3
a21oi_1,12
nor2b_1,5
clkbuf_8,3
a32oi_1,2
xnor2_1,7
dfrtp_1,13
a21oi_2,2
o21ai_0,12
mux2i_1,3
buf_4,3
ha_1,22
a22oi_1,2
==> cell families (layout without fill, tap and decap cells) <==
| logic type | count (synthesis) | in the layout |
|---|---|---|
| AND/OR/NAND/NOR | 56 | 56 |
| flip-flops | 14 | 14 |
| adder cells (fa/ha/maj) | 22 | 22 |
| multiplexers | 4 | 4 |
| other | 1 | 1 |
| AND-OR/OR-AND | 47 | 47 |
| XOR/XNOR | 7 | 7 |
| buffers and inverters | 26 | 52 |
==> sequential cells by signal (all words and copies together), names as in the netlist <==
signal,count
r4.count_out,4
r5.carry_out,1
r5.count_out,3
r6.count_out,5
r4.carry_out,1
==> worst register-to-register path, delay by kind of cell, from the launching register on <==
family | cells | cell delay [ps]
compound gates | 1 | 180
buf+inv | 2 | 330
simple gates | 1 | 40
flops | 1 | 550
==> synthesized netlist by cell type (2+ instances only) <==
library cell / count
nand3_1: 3
nor2_1: 13
a21oi_1: 14
and2_1: 3
ha_1: 22
nand2_1: 17
buf_4: 4
xnor2_1: 7
a32oi_1: 2
nor2b_1: 5
clkbuf_1: 3
mux2i_1: 3
a21o_1: 2
a22oi_1: 2
inv_1: 16
o21ai_0: 12
nand4_1: 3
dfrtp_1: 14
nor3_1: 2
buf_6: 2
==> final cells by class <==
class	instances	share of cell area, %
repair buffers	32	16.7
clock buffers	4	2.41
flip-flops and latches	14	18.8
multi-input cells	137	53.7
well taps	77	5.16
inverters	16	3.22
Power and IR drop assume default switching activity.
