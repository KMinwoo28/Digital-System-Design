**./run.sh**
```bash
#!/bin/bash
# OpenROAD 26Q1-2900-gdf79404cd8, Yosys 0.63+post, stock flow scripts
make -C /OpenROAD-flow-scripts/flow DESIGN_CONFIG=/design/flow/config.mk WORK_HOME=/design/flow/orfs finish
```
**./config.mk**
```make
export PLATFORM = sky130hd
export DESIGN_NAME = Emergency_situation
export DESIGN_NICKNAME = Emergency_situation
export VERILOG_FILES = /design/flow/design.v
export SDC_FILE = /design/flow/constraint.sdc
export NUM_CORES = 4
export LEC_CHECK = 1
export CORE_AREA = 10 10 70 70
export DIE_AREA = 0 0 80 80
```
**./constraint.sdc**
```tcl
current_design Emergency_situation

set clk_period 1.1
set clk_io_pct 0.2

create_clock -name clk0 -period $clk_period

set non_clock_inputs [all_inputs -no_clocks]
set_input_delay [expr $clk_period * $clk_io_pct] -clock clk0 $non_clock_inputs
set_output_delay [expr $clk_period * $clk_io_pct] -clock clk0 [all_outputs]
```
**./design.v**
```verilog
module Emergency_situation(clk, SW, Em_Signal_Pos, Pos_select, Hold, em_led);					 
input clk;
input [3:0] SW;
output reg [1:0] Em_Signal_Pos;
output reg Hold, Pos_select, em_led;
always @ (SW, clk)
	begin
		if(SW[0] == 1)
			begin
				if(SW[1] == 0 && SW[2] == 0 && SW[3] == 0)
					begin
						Em_Signal_Pos <= 0;
						Hold<= SW[0];
						Pos_select <= 1;
						em_led <= clk;
					end
				else
					begin
						Pos_select <= 0;
						em_led <= 0;
					end
			end
		else if (SW[1] == 1)
			begin
				if(SW[0] == 0 && SW[2] == 0 && SW[3] == 0)
					begin
						Em_Signal_Pos <= 1;
						Hold<= SW[1];
						Pos_select <= 1;
						em_led <= clk;
					end
				else
					begin
						Pos_select <= 0;
						em_led <= 0;
					end
			end
		else if (SW[2] == 1)
			begin
				if(SW[0] == 0 && SW[1] == 0 && SW[3] == 0)
					begin
						Em_Signal_Pos <= 2;
						Hold<= SW[2];
						Pos_select <= 1;
						em_led <= clk;
					end
				else
					begin
						Pos_select <= 0;
						em_led <= 0;
					end
			end
		else if (SW[3] == 1)
			begin
				if(SW[0] == 0 && SW[1] == 0 && SW[2] == 0)
					begin
						Em_Signal_Pos <= 3;
						Hold<= SW[3];
						Pos_select <= 1;
						em_led <= clk;
					end
				else
					begin
						Pos_select <= 0;
						em_led <= 0;
					end
			end
		else
			begin
				Pos_select <= 0;
				em_led <= 0;
			end
		end
	endmodule
```
==> metrics.log <==
[report] implementation figures
[metrics] Crit path largest cell delay: 0.26 ns
[metrics] number of synthesis warnings: 1
[metrics] crit path max-delay cell type: sky130_fd_sc_hd__a211oi_2
[metrics] type of element capturing the critical path: output pin
[metrics] final antenna diode count: 0
[metrics] die width: 80 microns
[metrics] Required @ worst endpoint: 0.88 ns
[metrics] worst min path class: in2out
[metrics] hold path startpoint: SW[1]
[metrics] min Tclk post-route: 1.26 ns
[metrics] maximum number of pins on one net before global-route repair: 5
[metrics] distinct cell type count after synthesis: 10
[metrics] Final ANT Viol Nets: 0
[metrics] EDFF count, synth: 0
[metrics] Wirelength per Cell: approximately 6.6 microns
[metrics] global-route wire length before repair: about 790 microns
[metrics] number of pins with negative max-slew slack in the final report: 0
[metrics] Worst slew margin: 85.4%
[metrics] vias post-DR: 170
[metrics] final-report hold violation count: 0
[metrics] boundary pin count: 10
[metrics] global placer's final weighted congestion: 0.671
[metrics] global route overflow: 0
[metrics] Die Area: 0.00640 sq mm
[metrics] Max-Cap Viols: 0
[metrics] mean instance size in the synthesized netlist: a little over 8 sq um
[metrics] number of stages on the worst hold path: 6
[metrics] setup slack after layout: -0.160 ns
[metrics] vias in the first global route: 173
[metrics] share of flip-flops with an asynchronous set or reset after synthesis: 0%
[metrics] total leakage power: 0.163 nW
[metrics] chip area line of the yosys report: 124 sq um
[metrics] critical setup path kind: in2out
[metrics] OpenROAD warning count: 34
[metrics] area delta synth->final: 205%
[metrics] share of cells above drive strength 1: 55.9%
[metrics] Detailed Routing Iterations Pass 1: 2
[metrics] Total GRT Usage: under 10%
[metrics] largest fanout on the critical path: 4
[metrics] main area contributors after synthesis: sky130_fd_sc_hd__dlxtn_1 36%, sky130_fd_sc_hd__nor4b_2 12%, sky130_fd_sc_hd__a211oi_2 10%
[metrics] Initial DRC Count: 7
[metrics] total wire length after detailed routing: 528 microns
[metrics] top flip-flop cell by instance count after synthesis: sky130_fd_sc_hd__dlxtn_1
[metrics] antenna violations before repair: 0
[metrics] starting density of the core: 3.63%
[metrics] number of cells in Yosys stat: 15
[metrics] count of endpoints without a timing constraint: 6
[metrics] startpoint type of the worst setup path: input port
[metrics] violations in the final reports: setup timing
[metrics] number of buffers added to fix hold violations after cts: 0
[metrics] Yosys top cell by area: sky130_fd_sc_hd__dlxtn_1
[metrics] post-route DRC violation count: 0
[metrics] run status: finished with violations
[metrics] port buffer count: 10
[metrics] total power density per cell area: 319 mW/mm^2
[metrics] chain of cells forming the critical path: buf_12 -> xor2_1 -> a211oi_2 -> buf_4 -> nor2b_1 -> buf_2
[metrics] top-area cell type share of the netlist area: 36.4%
[metrics] post-route insts no fill: roughly 80
[metrics] final count of negative-setup-slack endpoints: 2
[metrics] post-synth design cell area: about 120 sq um
[metrics] placed instance count: 75
[metrics] synth cell count leaders: 3 x sky130_fd_sc_hd__dlxtn_1, 3 x sky130_fd_sc_hd__nor2_1, 2 x sky130_fd_sc_hd__inv_1
[metrics] setup repair after global routing missed its margin: true
[metrics] via count normalized by instance count: 2.13
[metrics] end of the worst hold path: Pos_select
[metrics] synthesis-stage register bit count: 3
[metrics] fraction of the cycle the final worst path needs: 115%
[metrics] data arrival time of the critical path: 1.04 ns
[metrics] post-layout total power: 120 uW
[metrics] Gate Count Post-Synth: 15
[metrics] highest clock frequency the design can meet: 794 MHz
[metrics] placement row count: 21
[metrics] vertical die dimension: 80 microns
[metrics] worst-case vdd ir drop: approximately 0.00005 V
[metrics] total core area: around 0.0034 sq mm
[metrics] transition time of the tightest slew-check pin: 0.219 ns
[metrics] count of unclocked register or latch pins: 3
report_power, final:
group          switching [mW]  internal, mW
clock network               0             0
logic                  0.0371        0.0709
registers            0.000903        0.0116
total                  0.0380        0.0825
placed cells by master, fill, tap and decap left out:
cell / synthesis / final
sky130_fd_sc_hd__nand2_1: 1 / 1
sky130_fd_sc_hd__xor2_1: 1 / 1
sky130_fd_sc_hd__a21oi_1: 1 / 1
sky130_fd_sc_hd__a211oi_2: 1 / 1
sky130_fd_sc_hd__dlxtn_1: 3 / 3
sky130_fd_sc_hd__buf_4: 0 / 10
sky130_fd_sc_hd__inv_1: 2 / 2
sky130_fd_sc_hd__buf_12: 0 / 1
sky130_fd_sc_hd__nor4b_4: 0 / 2
sky130_fd_sc_hd__buf_2: 0 / 3
sky130_fd_sc_hd__clkdlybuf4s50_1: 0 / 4
sky130_fd_sc_hd__nor2_1: 3 / 2
sky130_fd_sc_hd__nor2_4: 0 / 1
sky130_fd_sc_hd__buf_8: 0 / 1
sky130_fd_sc_hd__nor2b_1: 1 / 1
per-layer routing:
layer / routed length [microns] / vias to the layer above / track usage, %
met5: 0 / - / 0
met4: 0 / 0 / 0
met3: 70 / 0 / 0.568
met2: 255 / 6 / 2.81
met1: 202 / 73 / 1.66
li1: - / 91 / -
worst max-delay path, delay by kind of cell:
| kind | cells | cell delay (ns) |
|---|---|---|
| buffers and inverters | 3 | 0.37 |
| AND-OR/OR-AND | 1 | 0.26 |
| XOR/XNOR | 1 | 0.16 |
| AND/OR/NAND/NOR | 1 | 0.03 |
cell families after synthesis:
logic type,count (synthesis),share of synthesized area [%]
latches,3,36.4
AND/OR/NAND/NOR,7,36.4
XOR/XNOR,1,7.07
buffers and inverters,2,6.06
AND-OR/OR-AND,2,14.1
registers in the layout, summed over array words and instances, names as in the netlist:
register and count:
Em_Signal_Pos 2, Hold 1
how the worst max path moves through the flow:
stage | start | end | slack (ns) | depth (start not counted)
after CTS | SW[3] | em_led | -0.15 | 6
after global routing | SW[1] | em_led | -0.23 | 6
final | SW[1] | em_led | -0.16 | 6
final cells by class:
class                      count  area [sq um]
sequential                     3          45.0
multi-input combinational     10           103
timing repair buffer          19           165
tap                           46          57.6
inverter                       2          7.51
fill                         397          3040
stage by stage:
step | setup WS [ns] | TNS (ns) | util, % | hold slack [ns] | cell area [sq um]
4_1_cts | -0.146 | -0.280 | 10.7 | 1.01 | 365
3_3_place_gp | -0.874 | -1.74 | 9.12 | 1.39 | 312
6_report | -0.160 | -0.315 | 11.1 | 1.03 | 378
2_1_floorplan | 0.163 | 0 | - | 0.503 | 124
5_1_grt | -0.231 | -0.451 | 11.1 | 1.09 | 378
3_5_place_dp | -0.916 | -1.77 | 9.12 | 1.38 | 312
timing repair:
| action | in CTS | in global routing |
|---|---|---|
| resized | 36 | 1 |
| cloned | 0 | 0 |
| endpoints found under the setup margin | 2 | 2 |
| buffers inserted | 4 | 1 |
| pin swaps | 4 | 2 |
Power figures rest on the tool's default switching activity, not on a simulated workload.
