File: flow/config.mk
export PLATFORM = sky130hd
export DESIGN_NAME = Random_counter
export DESIGN_NICKNAME = Random_counter
export VERILOG_FILES = /design/flow/design.v
export SDC_FILE = /design/flow/constraint.sdc
export NUM_CORES = 4
export LEC_CHECK = 1
export CORE_UTILIZATION = 50
File: flow/design.v
module Hertz_maker(CLK_50MHz, reset, Hertz);
parameter MOD = 25000000;
parameter BITS = $clog2(MOD);
input CLK_50MHz, reset;
output Hertz;
wire carry_out;
wire d, inverse_Hertz;
assign inverse_Hertz = ~Hertz;
counter #(MOD, BITS) func1(.clk(CLK_50MHz), .rst(reset), .carry_out(carry_out));
d_flip_flop_async_Reset func2(carry_out, reset, inverse_Hertz, Hertz);
endmodule
module Random_counter(clk_half_Hz,CLK_50MHz,reset, velocity);										 
input clk_half_Hz;
input CLK_50MHz;
input reset;
reg [3:0] random_number;
output [5:0] velocity;
parameter MOD_fast0 = 3;
parameter BITS_fast0 = $clog2(MOD_fast0);
parameter MOD_fast1 = 5;
parameter BITS_fast1 = $clog2(MOD_fast1);
parameter MOD_fast2 = 7;
parameter BITS_fast2 = $clog2(MOD_fast2);
parameter MOD_fast3 = 11;
parameter BITS_fast3 = $clog2(MOD_fast3);
parameter MOD = 3571428;
parameter BITS = $clog2(MOD);
wire fast_Hz0, fast_Hz1, fast_Hz2, fast_Hz3;
wire Hz_for_counter;
wire [1:0] Hz_3counter;
reg selected_fast_Hz;
wire [3:0] Fast_Count_out;
Hertz_maker #(MOD, BITS) c1(CLK_50MHz, reset, Hz_for_counter);
counter #(4,2) c2(.clk(Hz_for_counter), .rst(reset), .count_out(Hz_3counter));
Hertz_maker #(MOD_fast0, BITS_fast0) r0(CLK_50MHz, reset, fast_Hz0);												
Hertz_maker #(MOD_fast1, BITS_fast1) r1(CLK_50MHz, reset, fast_Hz1);															
Hertz_maker #(MOD_fast2, BITS_fast2) r2(CLK_50MHz, reset, fast_Hz2);												
Hertz_maker #(MOD_fast3, BITS_fast3) r3(CLK_50MHz, reset, fast_Hz3);												
always @ (Hz_3counter,fast_Hz0, fast_Hz1, fast_Hz2, fast_Hz3)
	begin
		case(Hz_3counter)
			0: selected_fast_Hz <= fast_Hz0;
			1: selected_fast_Hz <= fast_Hz1;
			2: selected_fast_Hz <= fast_Hz2;
			3: selected_fast_Hz <= fast_Hz3;
		endcase
end
counter #(16,4)r9(.clk(selected_fast_Hz), .rst(reset), .count_out(Fast_Count_out));
always @ (posedge clk_half_Hz)
   begin
       if(clk_half_Hz)
          begin
             random_number <= Fast_Count_out;
          end
       else
          begin
          end   
   end
assign velocity = random_number +  5'b10100; 
endmodule
module counter(clk, rst, count_out, carry_out);								 
parameter Mod = 24;
parameter BITS = 5;
input clk, rst;
output reg[BITS-1:0] count_out;
output reg carry_out;
always @(posedge clk, posedge rst)
 begin
	if(rst)
		begin
			count_out <=0;
			carry_out <=0;
		end
	else if(count_out<Mod- 1)
		begin
			count_out <= count_out + 1'b1;
			carry_out <=0;
		end
	else
		begin
			count_out <=0;
			carry_out <=1;
		end
	end
endmodule
module d_flip_flop_async_Reset(clk,reset,d,q);
input clk, reset, d;
output q;
reg q;
always @(posedge clk or posedge reset)
	begin
		if(reset)
			begin
				q <= 1'b0;
			end
		else
			begin
				q <= d;
			end
	end
endmodule
File: flow/run.sh
#!/bin/bash
# OpenROAD 26Q1-2900-gdf79404cd8, Yosys 0.63+post, stock flow scripts
make -C /OpenROAD-flow-scripts/flow DESIGN_CONFIG=/design/flow/config.mk WORK_HOME=/design/flow/orfs finish
File: flow/constraint.sdc
current_design Random_counter

set clk_period 2.5
set clk_io_pct 0.2

create_clock -name clk0 -period $clk_period [get_ports {CLK_50MHz}]
create_clock -name clk1 -period $clk_period [get_ports {clk_half_Hz}]

set non_clock_inputs [all_inputs -no_clocks]
set_input_delay [expr $clk_period * $clk_io_pct] -clock clk0 $non_clock_inputs
set_output_delay [expr $clk_period * $clk_io_pct] -clock clk0 [all_outputs]
==> metrics.log <==
[flow] final metrics
[metrics] crit start category: flop
[metrics] highest ir drop seen on vdd: 0.388 mV
[metrics] area enclosed by the die boundary: 4810 µm²
[metrics] number of buffers added to fix hold violations after cts: 0
[metrics] standard-cell row count: 24
[metrics] Cell Area, Synth: around 2300 µm²
[metrics] start-to-end type of the worst setup path: flop to flop
[metrics] leakage power total: between 1 and 1.5 nW
[metrics] Max-area cell share: roughly 55%
[metrics] wire per inst: 13.2 µm
[metrics] post-layout util: between 50% and 60%
[metrics] syn_area_per_cell: 11.1 µm²
[metrics] count of distinct cell types in the synthesized netlist: 36
[metrics] fillers: around 350
[metrics] placed insts: 258
[metrics] Setup WS post-layout: 0.344 ns
[metrics] antenna cells: 0
[metrics] Crit. End Element: flop
[metrics] highest cell delay on the worst timing path: roughly 0.43 ns
[metrics] total negative slack for setup checks: 0 ns
[metrics] library cell with the largest summed area after synthesis: dfrtp_1
[metrics] critical-path cell with the highest stage delay: or4_1
[metrics] number of standard cells in the layout, taps in and fillers out: ~270
[metrics] length of the first detailed-routing pass in iterations: 4
[metrics] slew of the pin with the lowest slew margin: about 0.53 ns
[metrics] proportion of synthesized flip-flops having asynchronous set or reset: between 90% and 100%
[metrics] number of buffers inserted to repair setup after CTS: 0
[metrics] floorplan utilization: 52.1%
[metrics] unrepaired setup endpoints after global routing: false
[metrics] Worst Skew: 0.00873 ns
[metrics] data arrival time at the worst-slack endpoint: between 2 and 2.5 ns
[metrics] Vert. Die Dim: roughly 69 µm
[metrics] flip-flop and latch count after synthesis: between 50 and 60
[metrics] total wire length: approximately 3.5 mm
[metrics] run status: finished, final reports clean
[metrics] clock tree from TritonCTS: yes
[metrics] number of antenna violations at the first check in global routing: 0
[metrics] DRC violations left: 0
[metrics] worst-path cell chain: ha_1 -> or4_1 -> a41oi_1 -> o32ai_2 -> buf_4 -> a21oi_1
[metrics] pre-CTS WS: between 0.4 and 0.5 ns
[metrics] # setup viols final: 0
[metrics] all-layer global routing usage: about 17%
[metrics] register pins left without a clock: 11
[metrics] first-pass GRT wire length: 6.60 mm
[metrics] post-route ant nets: 0
[metrics] top area cells in the synthesized netlist: dfrtp_1 (55%), ha_1 (5.5%), nor2_1 (3.6%)
[metrics] number of top-level design ports: 9
[metrics] residual overflow from global routing: 0
[metrics] Via-to-Cell Ratio: ~5.4
[metrics] cell count after synthesis: roughly 200
[metrics] pin count of the biggest net entering global routing: 21
[metrics] worst hold-check slack: a little over 0.4 ns
[metrics] number of warnings in the stage logs: 29
[metrics] number of vias in the routed layout: ~1500
[metrics] clock-pin slew on the worst setup and hold paths: about 0.07 ns
[metrics] critical-path maximum fanout: 16
[metrics] Port Buf Inserts: 7
[metrics] max-slew violation total from the final report: 0
[metrics] via count of the first global-routing pass: 1526
[metrics] CTS-repair resized insts: 0
[metrics] predominant post-synthesis flop cell: dfrtp_1
[metrics] sum of net half-perimeters after detailed placement: around 2.5 mm
[metrics] count of library flops with an enable pin: 0
[metrics] synthesized chip area reported by yosys: between 2000 and 2500 µm²
[metrics] number of violations reported at the end of detailed-routing iteration 0: approximately 70
[metrics] Hold WC Path Type: flop to flop
[metrics] Data required, critical path: between 2 and 3 ns
[metrics] Horiz. Die Dim: just under 70 µm
[metrics] signed area change from the synthesized netlist to the final layout: 10.7%
[metrics] worst max-slew margin expressed relative to the limit: between 60% and 70%
[metrics] cell total in the yosys stat output: 204
[metrics] Seq/Total Area, Yosys: approximately three fifths
[metrics] proportion of layout cells with a drive suffix above 1: 8.80%
[metrics] count of endpoints without a timing constraint: 15
[metrics] RD Place Congestion: between 0.8 and 0.9
[metrics] core region area: about 4400 µm²
[metrics] maxcap violations: 0
[metrics] hold violation count in the final report: 0
[metrics] total number of yosys warnings: 9
[metrics] power density over cell area: 497 nW/µm²
==> cell families after synthesis <==
group	synth area share, %
AND/OR/NAND/NOR	17.8
flip-flops	58.7
AND-OR/OR-AND	7.23
buffers and inverters	4.86
XOR/XNOR	5.02
adder cells (fa/ha/maj)	5.52
multiplexers	0.883
==> path summary, 6_finish.rpt <==
| kind | startpoint | to | slack (ns) | cells past startpoint |
|---|---|---|---|---|
| worst min-delay path | r0.func1.count_out[1]$_DFF_PP0_ | r0.func1.carry_out$_DFF_PP0_ | 0.41 | 0 |
| worst min register to register | r0.func1.count_out[1]$_DFF_PP0_ | r0.func1.carry_out$_DFF_PP0_ | 0.41 | 0 |
| min in group asynchronous | reset | c1.func1.count_out[6]$_DFF_PP0_ | 0.53 | 2 |
| worst max-delay path | c1.func1.count_out[0]$_DFF_PP0_ | c1.func1.count_out[11]$_DFF_PP0_ | 0.34 | 6 |
| worst max register to register | c1.func1.count_out[0]$_DFF_PP0_ | c1.func1.count_out[11]$_DFF_PP0_ | 0.34 | 6 |
| max in group asynchronous | reset | c1.func1.count_out[10]$_DFF_PP0_ | 1.40 | 3 |
==> final cells by class <==
cell class	instances	area, µm²	area share [%]
Inverter	17	63.8	2.54
Timing Repair Buffer	10	92.6	3.69
Tap cell	52	65.1	2.59
Multi-Input combinational cell	125	833	33.2
Clock buffer	8	110	4.39
Clock inverter	2	13.8	0.548
Sequential cell	54	1330	53.0
==> cells in the mapped netlist, types with 5 or more instances <==
master,n
a21oi_1,10
dfrtp_1,50
ha_1,10
inv_1,17
nand2_1,9
nand3_1,6
nor2_1,22
nor2b_1,6
o21ai_0,7
o31ai_1,5
or4_1,8
xnor2_1,8
xor2_1,5
==> registers in the layout (all words and copies together) (netlist names) <==
signal / count
r0.func2.q: 1
c2.count_out: 2
r9.count_out: 4
r2.func1.count_out: 3
r2.func1.carry_out: 1
c1.func1.count_out: 22
r1.func1.carry_out: 1
r1.func1.count_out: 3
r1.func2.q: 1
r2.func2.q: 1
r0.func1.carry_out: 1
r3.func1.count_out: 4
r3.func1.carry_out: 1
c1.func2.q: 1
c1.func1.carry_out: 1
r3.func2.q: 1
random_number: 4
r0.func1.count_out: 2
==> routing by layer <==
metal  track usage, %  wire [µm]
met1             29.4       1830
met2             26.0       1570
met4             2.72         22
met3             2.95        105
met5                0          0
==> metrics by stage <==
stage	instance area, µm²	total power, mW
5_1_grt	2510	1.31
2_1_floorplan	2270	0.720
3_3_place_gp	2390	0.727
3_5_place_dp	2390	0.728
4_1_cts	2510	1.27
6_report	2510	1.25
==> power breakdown <==
group | leakage, nW | switching, mW | internal (mW)
clock | 0.0655 | 0.240 | 0.293
combinational | 0.332 | 0.0157 | 0.00357
sequential | 0.699 | 0 | 0.695
total | 1.10 | 0.256 | 0.991
==> cell usage in the layout, fill, tap and decap left out, types with 2 or more instances in the layout <==
cell type | netlist | routed
dfrtp_1 | 50 | 50
nor2_1 | 22 | 22
inv_1 | 17 | 16
a21oi_1 | 10 | 10
ha_1 | 10 | 10
nand2_1 | 9 | 9
or4_1 | 8 | 8
xnor2_1 | 8 | 8
clkbuf_8 | 0 | 8
o21ai_0 | 7 | 7
clkdlybuf4s50_1 | 0 | 7
nor2b_1 | 6 | 6
nand3_1 | 6 | 6
o31ai_1 | 5 | 5
xor2_1 | 5 | 5
nand4_1 | 4 | 4
or3_1 | 4 | 4
dfxtp_1 | 4 | 4
nor3_1 | 3 | 3
buf_4 | 2 | 3
nor4_1 | 2 | 2
mux2i_1 | 2 | 2
nand2b_1 | 2 | 2
==> critical path, delay by kind of cell (launching register included) <==
kind            cells  cell delay [ns]
compound gates      3             0.70
simple gates        1             0.43
flops               1             0.42
fa+ha+maj           1             0.29
buf+inv             1             0.24
No activity file was given, so power comes from the tool's default toggle rates.
